==> ./design.v <==
module count(input clk,rst ,output logic [3:0] cnt);
  always_ff @(posedge clk)
    if( rst ) cnt<=0;
  else cnt<=cnt+1;
endmodule 
==> ./run.sh <==
#!/bin/bash
# OpenROAD 26Q1-2900-gdf79404cd8, Yosys 0.63+post, stock flow scripts
make -C /OpenROAD-flow-scripts/flow DESIGN_CONFIG=/design/flow/config.mk WORK_HOME=/design/flow/orfs finish
==> ./config.mk <==
export PLATFORM = sky130hd
export DESIGN_NAME = count
export DESIGN_NICKNAME = count
export VERILOG_FILES = /design/flow/design.v
export SDC_FILE = /design/flow/constraint.sdc
export NUM_CORES = 4
export LEC_CHECK = 1
export CORE_AREA = 10 10 70 70
export DIE_AREA = 0 0 80 80
==> ./constraint.sdc <==
current_design count

set clk_period 1.2
set clk_io_pct 0.2

create_clock -name clk0 -period $clk_period [get_ports {clk}]

set non_clock_inputs [all_inputs -no_clocks]
set_input_delay [expr $clk_period * $clk_io_pct] -clock clk0 $non_clock_inputs
set_output_delay [expr $clk_period * $clk_io_pct] -clock clk0 [all_outputs]
==> qor.yml <==
global_route:
  grt_first_pass_wirelength_um: 765
  grt_antenna_before_repair: 0
  global_route.usage.total_pct: 1.76
  via_count_of_the_first_global_routing_pass: 158
  leftover_overflow_at_the_end_of_global_routing: 0
  largest_net_degree_at_the_start_of_global_routing: 4
final_timing:
  finalSetupViolCount: 0
  max_slew_headroom_pct: 90.6
  layout_worst_path_cycle_share_pct: 89.0
  period_needed_ps: 1070
  final.hold.worst_slack_ps: 496
  hold_viol: 0
  maxSlewViolCount: 0
  setup-tns-final_ps: 0
  max_freq_mhz: 937
  rsz0062_at_grt: "false"
  worst_pin_slew_ps: 139
  fin_skew_ps: 3.65
die:
  number_of_core_rows: 21
  fp.dieArea_um2: 6400
  io-pin-count: 6
  fp_util_pct: 4.25
  floorplan.core_area_um2: 3420
  dieWidth_um: 80
  die.size.y_um: 80
synthesis:
  synthDistinctLibCells: 7
  synth_warnings: 1
  count_of_mapped_cells_out_of_synthesis: 13
  mean_syn_cell_area_um2: 11.2
  synth_flop_count: 4
  synth.yosys.seq_area_share_pct: 55.2
  yosys_area_um2: 145
  yosys_cells: 13
  post_synth_instance_area_um2: 145
clock_tree:
  path_clk_slew_ps: 40
  cts.sink_count: 4
  clock_tree_from_tritoncts: "done"
  post_cts_hold_fix_bufs: 0
  max-clock-path-buffers: 2
  clk-insertion-delay-late_ps: 240
  tritoncts.num_buffers: 3
  cts-root-buf: "clkbuf_4"
  clock_tree.htree_level_count: 1
critical_path:
  kind_of_critical_path: "reg2out"
  worstSetupStartpointType: "flop"
  endpoint_kind: "output port"
  critical_path.top_delay_family: "flip-flops"
  cell_chain_critical_path: "dlygate4sd2_1"
  worstPathMaxFanout: 3
  timing.critical_path.buf_inv: 1
  largest_incremental_delay_on_the_critical_path_ps: 350
  required_time_reported_for_the_critical_path_endpoint_ps: 960
  slowest_stage: "dfxtp_1"
  worst-endpoint-arrival_ps: 830
job:
  max_cap_violations: 0
  log.warning_count: 25
power_and_ir_drop:
  pwr_density_cell_nw_per_um2: 1170
  peak_supply_drop_mv: 0.139
  leakagePower_nw: 0.133
  total_power_uw: 360
layout:
  largest_registers: "cnt (4)"
  combGateArea_um2: 65.1
  layout_cells_sized_above_1_pct: 44.0
  fill_cell_total_of_the_finished_layout: 401
  register_area_um2: 83.8
  area_added_between_synthesis_and_finish_pct: 111
  max_flop_register: "cnt"
  utilization_pct: 8.97
  max_reg_flops: 4
route:
  detail_route.drc_violations: 0
  met3_wirelength_um: 173
  drt_wl_total_um: 485
  routed-wl-met2_um: 156
  dr.max_layer_used: "met3"
  first_pass_iters: 2
  final_antenna_net_count: 0
  metal_1_wl_um: 155
  detail_route.vias_per_cell: 1.93
  wl_per_cell_um: 6.74
  vias: 139
  initialDrtViolationCount: 5
place:
  place_hpwl_um: 309
  numPortBuffers: 5
  gp_routability_congestion: 0.674
outcome:
  status: "finished clean"
worst_hold_path:
  worst_hold_path_type: "reg2reg"
==> metal layers <==
metal	track usage, %	up-vias
met5	0	-
met4	0.528	0
met3	3.52	0
met2	1.93	8
met1	1.20	62
li1	-	69
==> cell type report <==
type,count,area share [%]
flip-flops and latches,4,27.3
repair buffers,9,24.5
multi-input cells,9,21.2
well taps,46,18.8
clock buffers,3,7.35
diodes,1,0.816
==> what timing repair did <==
item	in CTS	in global routing
setup buffers	3	0
gates resized	7	0
setup endpoints to repair	4	0
==> power breakdown <==
group	internal, mW	switching, mW	leakage [nW]
combinational	0.0261	0.0143	0.0849
clock	0.112	0.0587	0.0138
sequential	0.143	0.00518	0.0340
total	0.281	0.0782	0.133
==> stage by stage <==
| stage | instances | setup slack, ps | cell area, µm² |
|---|---|---|---|
| final | 72 | 133 | 307 |
| after CTS | 71 | 102 | 304 |
| after floorplan | 13 | 380 | 145 |
| after global routing | 71 | 79.7 | 304 |
| after detailed placement | 65 | 26.2 | 260 |
| after global placement | 65 | 42.0 | 260 |
==> cells by family (layout without fill, tap and decap cells) <==
family | after synthesis | count (layout) | synth area share [%]
XOR/XNOR | 1 | 1 | 6.04
adder cells (fa/ha/maj) | 1 | 1 | 8.62
buffers and inverters | 0 | 12 | 0
flip-flops | 4 | 4 | 55.2
multiplexers | 1 | 1 | 10.3
other | 0 | 1 | 0
AND/OR/NAND/NOR | 6 | 6 | 19.8
==> layout by cell type, fill, tap and decap left out, types with 2 or more instances in the layout <==
cell type	synthesis	routed
dlygate4sd2_1	0	4
buf_4	0	4
nor2_1	3	3
clkbuf_4	0	3
dfxtp_2	0	3
nor2b_1	2	2
==> path summary, 6_finish.rpt <==
check                 endpoint               from  cells after the start  slack (ps)
max                     cnt[1]  cnt[1]$_SDFF_PP0_                      1         130
min          cnt[0]$_SDFF_PP0_  cnt[0]$_SDFF_PP0_                      2         500
max reg2reg  cnt[3]$_SDFF_PP0_  cnt[2]$_SDFF_PP0_                      3         240
min reg2reg  cnt[0]$_SDFF_PP0_  cnt[0]$_SDFF_PP0_                      2         500
==> synthesized netlist by cell type <==
cell	n	area, µm²
dfxtp_1	4	80.1
nor2_1	3	11.3
nor2b_1	2	12.5
ha_1	1	12.5
mux2_4	1	15.0
nand3_1	1	5.00
xnor2_1	1	8.76
Power is estimated from default activity; no workload was simulated.
