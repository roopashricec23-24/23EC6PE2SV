--- design/flow/run.sh ---
#!/bin/bash
# OpenROAD 26Q1-2900-gdf79404cd8, Yosys 0.63+post, stock flow scripts
make -C /OpenROAD-flow-scripts/flow DESIGN_CONFIG=/design/flow/config.mk WORK_HOME=/design/flow/orfs finish
--- design/flow/config.mk ---
export PLATFORM = sky130hd
export DESIGN_NAME = fifo
export DESIGN_NICKNAME = fifo
export VERILOG_FILES = /design/flow/design.v
export SDC_FILE = /design/flow/constraint.sdc
export NUM_CORES = 4
export LEC_CHECK = 1
export CORE_AREA = 10 10 70 70
export DIE_AREA = 0 0 80 80
--- design/flow/constraint.sdc ---
current_design fifo

set clk_period 2.0
set clk_io_pct 0.2

create_clock -name clk0 -period $clk_period [get_ports {clk}]

set non_clock_inputs [all_inputs -no_clocks]
set_input_delay [expr $clk_period * $clk_io_pct] -clock clk0 $non_clock_inputs
set_output_delay [expr $clk_period * $clk_io_pct] -clock clk0 [all_outputs]
--- design/flow/design.v ---
module fifo(input clk,wr,rd, input [7:0] din,output logic full , empty);
  logic [7:0] mem[15:0];
  logic [4:0] cnt=0;
  assign full =(cnt==16);
  assign empty =(cnt==0);
  always_ff @(posedge clk) begin
  	if(wr&&!full)cnt++;
  	if(rd&&!empty)cnt--;
  end
endmodule 
==> PnR_summary.wiki <==
== Flow metrics ==
{| class="wikitable"
! Metric !! Value
|-
| Clock Pin Slew Worst Setup and Hold Paths || 0.04 ns
|-
| Std cell rows || 21
|-
| Critical path type || reg -> reg
|-
| Worst Path Max Fanout || 2
|-
| CP Capture Type || flip-flop
|-
| Final weighted congestion of routability-driven global placement || about 0.78
|-
| Maximum number of pins on one net before global-route repair || 7
|-
| Post-Synthesis Cell Area || between 300 and 400 µm²
|-
| Synth area leader || sky130_fd_sc_hd__dfxtp_1
|-
| Capture instance of the worst register-to-register path || cnt[4]
|-
| Number of hold-slack violations in the final timing report || 0
|-
| Largest delay share family, worst path || simple AND/OR/NAND/NOR gates
|-
| Sequential element share of the synthesized area || between 20% and 30%
|-
| Die Height || 80 µm
|-
| Estimated wirelength of the detail-placed design || approximately 630 µm
|-
| Synth Warn # || 1
|-
| Total of fill cells in the finished design || 390
|-
| Setup clock skew after layout || 0.00123 ns
|-
| CP max stage delay || 0.33 ns
|-
| Overall routing resource usage || 2.74%
|-
| Clock insertion delay at the later pin of the skew report || 0.24 ns
|-
| Startpoint of the lowest-slack register-to-register path || cnt[0]
|-
| Master cell of the clock root buffer || sky130_fd_sc_hd__clkbuf_4
|-
| Syn Area/Cell || ~10 µm²
|-
| Ranking of synthesized cells by area || sky130_fd_sc_hd__dfxtp_1 27%, sky130_fd_sc_hd__ha_1 10%, sky130_fd_sc_hd__xnor2_1 9.6%
|-
| Post-route antenna net violation count || 0
|-
| CTS sink count || 5
|-
| Dominant synthesized flop cell || sky130_fd_sc_hd__dfxtp_1
|-
| Share of cells above drive strength 1 || 52.7%
|-
| Setup TNS || 0 ns
|-
| Crit path cell chain || inv_2 -> ha_4 -> buf_4 -> nor4bb_4 -> or2b_1 -> mux2i_2 -> ha_1 -> nand3_2 -> nor3_2 -> xnor2_1
|-
| RSZ-0062 raised after global routing || true
|-
| Finish-stage setup viols || 0
|-
| Post-route clock period utilization || 97.3%
|-
| Startpoint Class || flip-flop
|-
| Number of distinct library cell variants in the gate-level netlist after synthesis || 21
|-
| Remaining routing DRC violations || 0
|-
| Area added between synthesis and finish || 66.8%
|-
| Flop2flop setup slack || 0.05 ns
|-
| Area taken by flip-flops and latches || 103 µm²
|-
| Cells in synth_stat.txt || 36
|-
| Overall overflow remaining after global route || 0
|-
| R2R depth || 10
|-
| Wire length of the first global-routing pass || 1.41 mm
|-
| Worst relative slew slack || 73.2%
|-
| Number of placed instances with taps included || 93
|-
| Most repeated cell in the gate-level netlist after synthesis || sky130_fd_sc_hd__dfxtp_1
|-
| Core area || between 0.003 and 0.004 mm²
|-
| Total buffers and inverters traversed by the critical path || 2
|-
| Async set or reset register ratio after synthesis || 0%
|-
| Area leader share || 27.4%
|-
| Cts bufs inserted || 3
|-
| Data required time at the worst endpoint || between 2 and 2.5 ns
|-
| Buffers on Ports || 4
|-
| Iter 0 DRT Violations || 5
|-
| Hold_ws || 0.649 ns
|-
| PD cells || 1530 mW/mm²
|-
| Number of violations of the max-capacitance limit || 0
|-
| Slew Limit Fails || 0
|-
| Maximum operating frequency || 514 MHz
|-
| Sink of the worst hold path || cnt[4]
|-
| Leakage power || approximately 0.27 nW
|-
| First-pass iteration count of the detailed router || 3
|-
| Bufs on Longest Clock Path || 2
|-
| Highest ir drop seen on vdd || 0.378 mV
|-
| Ports placed on the boundary || 13
|-
| Max H-tree Level || 1
|-
| CTS tree || built
|-
| Synthesized instance count || 36
|-
| Wire length per cell || 8.17 µm
|-
| Number of hold-repair buffers added at the cts stage || 0
|-
| Post-synthesis register bit count || 5
|-
| Die area || about 0.0064 mm²
|-
| Startpoint of the worst hold path || cnt[4]
|-
| Tmin final || 1.95 ns
|-
| Area of the multi-input gates || around 290 µm²
|-
| Post-Layout Cell Count || 101
|-
| Number of global-route vias before repair || roughly 310
|-
| Worst slew pin tran || 0.400 ns
|-
| Flip-flops with a built-in enable || 0
|-
| Routed vias || ~310
|-
| Chip area from the yosys synthesis statistics || 365 µm²
|-
| Flip-flop count of the largest register after layout || 5
|-
| Antenna cells || 0
|-
| Worst min-delay path class || reg -> reg
|-
| Status || finished clean
|-
| Worst path slowest cell || sky130_fd_sc_hd__dfxtp_2
|-
| Horizontal extent of the die || ~80 µm
|-
| Starting utilization of the core area || 10.7%
|-
| Tot Pwr || 0.000931 W
|-
| Sum of routed wire length over all layers || 825 µm
|-
| Antenna violations before repair || 0
|-
| Arrival time reported for the critical path endpoint || 2.12 ns
|-
| Worst hold path stage count || 2
|-
| Count of tool warnings || 35
|-
| Ranking of synthesized cells by instance count || 5 x sky130_fd_sc_hd__dfxtp_1, 4 x sky130_fd_sc_hd__xnor2_1, 3 x sky130_fd_sc_hd__ha_1, 3 x sky130_fd_sc_hd__xor2_1
|-
| Average vias per placed instance || 3.09
|}
## layout make-up
type	instances	share of cell area, %
multi-input cells	27	47.2
repair buffers	15	19.7
flip-flops and latches	5	16.8
well taps	46	9.45
clock buffers	4	4.31
inverters	4	2.46
## kinds of logic after synthesis
group / count (synthesis) / synth area share, %
AND/OR/NAND/NOR: 11 / 26.4
multiplexers: 2 / 5.48
flip-flops: 5 / 27.4
adder cells (fa/ha/maj): 3 / 10.3
AND-OR/OR-AND: 4 / 9.59
buffers and inverters: 4 / 4.11
XOR/XNOR: 7 / 16.8
## worst min-delay path, cell delays in order (launching register included)
cell and delay (ns):
sky130_fd_sc_hd__dfxtp_1 0.38, sky130_fd_sc_hd__xor2_1 0.11, sky130_fd_sc_hd__xnor2_1 0.12
## through the flow
step / cell area [µm²] / setup slack, ns / util [%]
after floorplan: 365 / 0.131 / -
after global placement: 515 / -0.0677 / 15.1
after detailed placement: 515 / -0.0794 / 15.1
after CTS: 593 / 0.00702 / 17.4
after global routing: 609 / -0.0798 / 17.8
final: 609 / 0.0546 / 17.8
## how the worst max path moves through the flow
stage | start | depth (start not counted) | endpoint
finish | cnt[0] | 10 | cnt[4]
CTS | cnt[1] | 10 | cnt[4]
global route | cnt[0] | 10 | cnt[4]
## where the power goes
| part | internal, W | total (W) | switching (W) |
|---|---|---|---|
| clock | 0.0000753 | 0.000114 | 0.0000392 |
| combinational | 0.000347 | 0.000587 | 0.000239 |
| sequential | 0.000165 | 0.000230 | 0.0000649 |
| total | 0.000588 | 0.000931 | 0.000343 |
## cells in the final DEF (no fill, tap or decap), types with 2 or more instances in the layout
cell type | netlist | layout
sky130_fd_sc_hd__buf_4 | 0 | 11
sky130_fd_sc_hd__inv_2 | 2 | 4
sky130_fd_sc_hd__xnor2_1 | 4 | 3
sky130_fd_sc_hd__xor2_1 | 3 | 3
sky130_fd_sc_hd__clkbuf_4 | 0 | 3
sky130_fd_sc_hd__dfxtp_1 | 5 | 3
sky130_fd_sc_hd__nand4_1 | 2 | 2
sky130_fd_sc_hd__ha_1 | 3 | 2
sky130_fd_sc_hd__dfxtp_2 | 0 | 2
sky130_fd_sc_hd__clkdlybuf4s50_1 | 0 | 2
sky130_fd_sc_hd__dlygate4sd2_1 | 0 | 2
## layer usage
layer / GRT usage [%] / vias to the layer above / share of wire, %
li1: - / 166 / -
met1: 3.94 / 139 / 51
met2: 3.37 / 5 / 40
met3: 1.36 / 2 / 7.3
met4: 0.880 / 0 / 1.2
met5: 0 / - / 0
## repair_timing
| item | in CTS | in global routing |
|---|---|---|
| pin swaps | 1 | 0 |
| buffers inserted | 3 | 1 |
| endpoints found under the setup margin | 3 | 2 |
| resized | 11 | 2 |
Power and IR drop assume default switching activity.
