File: flow/run.sh
#!/bin/bash
# OpenROAD 26Q1-2900-gdf79404cd8, Yosys 0.63+post, stock flow scripts
make -C /OpenROAD-flow-scripts/flow DESIGN_CONFIG=/design/flow/config.mk WORK_HOME=/design/flow/orfs finish
File: flow/config.mk
export PLATFORM = sky130hd
export DESIGN_NAME = sec_min_counter
export DESIGN_NICKNAME = sec_min_counter
export VERILOG_FILES = /design/flow/design.v
export SDC_FILE = /design/flow/constraint.sdc
export NUM_CORES = 4
export LEC_CHECK = 1
export CORE_AREA = 10 10 70 70
export DIE_AREA = 0 0 80 80
File: flow/constraint.sdc
current_design sec_min_counter

set clk_period 3.4
set clk_io_pct 0.2

create_clock -name clk0 -period $clk_period [get_ports {clk}]

set non_clock_inputs [all_inputs -no_clocks]
set_input_delay [expr $clk_period * $clk_io_pct] -clock clk0 $non_clock_inputs
set_output_delay [expr $clk_period * $clk_io_pct] -clock clk0 [all_outputs]
File: flow/design.v
module sec_min_counter (
  input  logic clk,
  input  logic rst,
  output logic [5:0] sec,
  output logic [5:0] min
);
  always_ff @(posedge clk or posedge rst) begin
    if (rst) begin
      sec <= 0;
      min <= 0;
    end
    else begin
      if (sec == 59) begin
        sec <= 0;
        if (min == 59)
          min <= 0;
        else
          min <= min + 1;
      end
      else begin
        sec <= sec + 1;
      end
    end
  end
endmodule
==> out/metrics.cfg <==
[timing]
skew_ns = 0.00385
relSlewSlack_pct = 69.1
timing.final.crit_period_ns = 1.95
tns_ns = 0
maxSlewViolCount = 0
rsz0062_at_grt = no
timing.final.ws_setup_ns = 1.45
max_freq_ghz = 0.513
hold_viol_final = 0
tightest_slew_ns = 0.462
fin_crit_sh_pct = 57.4
setup_viol_count_final = 0

[die]
floorplan.core_util_pct = 17.3
chip_area_sq_um = 6400
chipHeight_microns = 80
core_sq_um = 3420
pin_count = 14
rows = 21
die.size.x_microns = 80

[outcome]
outcome = finished clean

[grt]
grt_overflow_total = 0
grt_start_max_net_pins = 13
antenna_found_initial = 0
grt_pass1_wl_mm = 2.08
grt_util_all_layers_pct = 3.95
grt_pass1_vias = 444

[worst_setup_path]
crit_family = buffers and inverters
cp_slowest_stage_delay_ns = 0.52
start_kind = register
critPathMaxFanout = 7
crit_buf_inv = 1
r2r-start = sec[0]$_DFF_PP0_
path_cells = clkdlybuf4s50_1
reg2reg_to = min[2]$_DFFE_PP0N_
r2r_cells = 5
r2r_slack_ns = 1.71
path_class = register to output pin
end_kind = output pin
worstPathRequired_ns = 2.72
slowest_stage = clkdlybuf4s50_1
crit_arrival_ns = 1.27

[place]
numPortBuffers = 13
place_ws_ns = 1.71
hpwl_microns = 979
dpl.cell_count = 119
gp_congestion = 0.780

[detailed_routing]
wl_per_cell_microns = 10.6
num_vias = 487
viasPerCell = 3.99
firstDrtPassIters = 4
routed_wl_mm = 1.29
drt_iter0_markers = 32
antenna_cells = 0
drc = 0
postRouteAntennaNets = 0

[clock_tree]
clk_pin_slew_ns = 0.06
numCtsBuffers = 3
cts_root_buf = clkbuf_4
htreeDepth = 1
cts_resized = 0
cts_hold_buf = 0
clk_path_buf_depth = 2
clkLatencyLatePin_ns = 0.26
clock-sinks = 12
postCtsSetupRepairBufs = 0
cts_tree = built

[logic_synthesis]
synthArstFlopShare_pct = 100
netlist_area_sq_um = 591
ys_ff = 12
ys.flop_type = dfrtp_1
ys_cells = 62
synthCells = 62
avgSynthCellArea_sq_um = 9.53
synth_seq_share_pct = 50.8
edf_count = 0
yosys_warnings = 1
ys_types = 24
yosys_area_sq_um = 591

[pwr]
ir_drop_mv = 0.0557
power_density_nw_per_um2 = 293
leakage_nw = 0.319

[hold_path]
hold_path_depth = 1
hold_path_class = register to register
hold-path-endpoint = sec[0]$_DFF_PP0_
min_from = sec[0]$_DFF_PP0_

[layout]
layout-drive-gt1-share_pct = 6.58
fin_cells = 122
syn2layout_area_growth_pct = 32.4

[run]
maxCapViolations = 0
warnings = 25

[layout by cell type, fill, tap and decap left out]
cell             instances
a21oi_1                  2
a22o_1                   1
a31oi_1                  1
a41oi_1                  1
clkbuf_4                 3
clkdlybuf4s50_1         13
dfrtp_1                 12
ha_1                     2
inv_1                    4
nand2_1                 11
nand3_1                  4
nand4_1                  1
nand4_2                  1
nor2_1                   4
o211ai_1                 2
o21ai_0                  4
o21ai_1                  2
o31ai_1                  1
or2_1                    1
or2_2                    1
or3_1                    2
or4_1                    1
xnor2_1                  1
xor2_1                   1
[report_power, final]
group | switching, mW | total, mW | internal, mW
combinational | 0.00276 | 0.00383 | 0.00107
clock | 0.0415 | 0.0824 | 0.0409
sequential | 0 | 0.143 | 0.143
[state kept, by name, summed over array words and instances (netlist names)]
| register | count |
|---|---|
| sec | 6 |
| min | 6 |
[per-layer routing]
layer | vias up | track usage, % | wire [microns]
li1 | 246 | - | -
met1 | 226 | 5.54 | 612
met3 | 2 | 1.70 | 112
met2 | 13 | 5.38 | 552
met4 | 0 | 1.06 | 14
met5 | - | 0 | 0
[per-stage QoR]
step                hold slack, ns  power (mW)  instance area (sq um)  utilization [%]
floorplan                    0.469       0.148                    591                -
global placement             0.532       0.149                    759             22.2
detailed placement           0.532       0.150                    759             22.2
CTS                          0.547       0.233                    782             22.9
global route                 0.574       0.243                    782             22.9
finish                       0.549       0.229                    782             22.9
[cells in the mapped netlist (2+ instances only)]
master	instances	share of area (%)
nand2_1	11	7.0
nand3_1	4	3.4
ha_1	2	4.2
o211ai_1	2	2.5
o21ai_1	2	1.7
inv_1	4	2.5
a21oi_1	2	1.7
o21ai_0	4	3.4
or3_1	2	2.1
dfrtp_1	12	51
nor2_1	4	2.5
[kinds of logic after synthesis]
family                     synth area share (%)
AOI/OAI and AO/OA                          14.6
and+or+nand+nor                            21.6
buffers and inverters                      5.72
adders and majority gates                  4.24
DFF                                        50.8
xor gates and xnor gates                   2.97
[how the worst max path moves through the flow]
stage | startpoint | to | slack (ns) | cells past startpoint
5_1_grt | sec[2]$_DFF_PP0_ | sec[2] | 1.35 | 1
4_1_cts | sec[2]$_DFF_PP0_ | sec[2] | 1.42 | 1
6_report | sec[3]$_DFF_PP0_ | sec[3] | 1.45 | 1
[final cells by class]
type                       instances  area, sq um
clock buffer                       3         22.5
multi-input combinational         44          256
fill                             383         2630
timing repair buffer              13          130
inverter                           4         15.0
tap                               46         57.6
sequential                        12          300
No activity file was given, so power comes from the tool's default toggle rates.
